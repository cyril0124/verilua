==> design.v <==
module Top (
    input wire clk,
    input wire reset,
    output reg [7:0] count0,
    output reg [7:0] count1,
    output reg [7:0] count2 
);
reg [7:0] value;
always @(posedge clk) begin
    if (reset) begin
        count0 <= 0;
        count1 <= 0;
        count2 <= 0;
        value <= 0;
    end else begin
        count0 <= count0 + 1;
        count1 <= count1 + 2;
        count2 <= count2 + 3;
        value <= value + 4;
    end
end
endmodule
==> run.sh <==
#!/bin/bash
# OpenROAD 26Q1-2900-gdf79404cd8, Yosys 0.63+post, stock flow scripts
make -C /OpenROAD-flow-scripts/flow DESIGN_CONFIG=/design/flow/config.mk WORK_HOME=/design/flow/orfs finish
==> config.mk <==
export PLATFORM = sky130hd
export DESIGN_NAME = Top
export DESIGN_NICKNAME = Top
export VERILOG_FILES = /design/flow/design.v
export SDC_FILE = /design/flow/constraint.sdc
export NUM_CORES = 4
export LEC_CHECK = 1
export CORE_AREA = 10 10 78 78
export DIE_AREA = 0 0 88 88
==> constraint.sdc <==
current_design Top

set clk_period 1.8
set clk_io_pct 0.2

create_clock -name clk0 -period $clk_period [get_ports {clk}]

set non_clock_inputs [all_inputs -no_clocks]
set_input_delay [expr $clk_period * $clk_io_pct] -clock clk0 $non_clock_inputs
set_output_delay [expr $clk_period * $clk_io_pct] -clock clk0 [all_outputs]
==> Slide: Implementation Results <==
Physical Implementation Snapshot

Clock network
  • Root Buffer: clkbuf_8
  • Clk ins delay skew pair: approximately 0.26 ns
  • Clock sink total: 23
  • CTS tree: yes
  • Post-CTS Resized: 0
  • CTS Buf Count: 3
  • CTS clk-pin slew, worst paths: 0.09 ns
  • Clk buf depth: 2
  • Hold Buf Count CTS: 0
  • Setup Buffers After CTS: 0
  • H-tree levels: 1

Floorplan
  • DIE HEIGHT: 88 um
  • FP Util: 0.2041
  • Die width: 88 um
  • Site Rows: 24
  • I/O pin cnt: 26
  • Die area: 0.007744 sq mm
  • CORE AREA: 0.004414 sq mm

Global routing
  • GR Util met3: 0.02619
  • GRT Overall Usage: 0.04850
  • First-pass GRT wire length: between 3 and 4 mm
  • Vias in the first global route: between 600 and 700
  • Most used routing layer in global routing: met2
  • Initial antenna violation count: 0
  • GRT met1 Usage: 0.06114
  • Largest net degree at the start of global routing: 14
  • Grt ovf: 0
  • Met2 GRT Util: 0.07474

Critical path
  • Crit path launch type: register
  • Critical Path RT: ~1.4 ns
  • Reg-to-reg startpoint: count0[0]
  • Crit Path Category: reg -> out
  • Critical Path AT: roughly 1.2 ns
  • Crit path max-delay family: buffers and inverters
  • FF-to-FF End: count0[6]
  • R2r setup slk: about 0.47 ns
  • Slowest stage delay, CP: between 0.5 and 0.6 ns
  • Crit. End Element: primary output
  • Slowest cell on crit path: clkdlybuf4s50_1
  • Worst path bufs/invs: 1
  • R2r worst-path depth: 4
  • CP cell instances: clkdlybuf4s50_1
  • Largest fanout on the critical path: 6

Detailed routing
  • Drt drc: 0
  • Vias per cell: around 4
  • DR vias: 694
  • Starting DRT DRC Count: 37
  • Ant. Diodes: 0
  • Wirelength, routed: between 1.5 and 2 mm
  • Final antenna-violating net count: 0
  • First drt pass iteration count: 2
  • WL/cell: around 11 um

Final layout
  • Post-Route Utilization: 0.2837
  • Synthesis-to-layout area growth: 39.03%
  • Proportion of layout cells with a drive suffix above 1: 0.06452

Final timing
  • Final slew viol count: 0
  • Post-layout min period: about 1.6 ns
  • Fin crit share: 0.8766
  • Final hold vios: 0
  • RSZ-0062 raised after global routing: no
  • Setup Skew: between 0.005 and 0.006 ns
  • Final Setup Violations: 0
  • Post-route setup TNS: 0 ns
  • Fmax: roughly 630 MHz

Hold path
  • Hold path start: count1[1]
  • Hold EP: count1[1]
  • HP Class: reg -> reg
  • Hold Path Stages: 1

Job
  • Tool warnings: 25
  • Max cap viols: 0

Yosys
  • Cell Area, Synth: 900.9 sq um
  • Synth Instances: 97
  • Post-synth EDFFs: 0
  • Yosys cell types: 23
  • Most common reg cell: dfxtp_1
  • Synth Area per Inst: roughly 9.3 sq um
  • Synth Register Bits: 23
  • Yosys cell count: 97
  • Syn. warnings: 1
  • Proportion of synthesized chip area in sequential cells: 0.5111
  • YS chip area: approximately 900 sq um
  • FFs w/ async S/R, synth: 0

Power and ir drop
  • Worst vdd ir: 0.3451 mV
  • Final Power: 0.9859 mW
  • Pwr/cell area: between 700 and 800 mW/mm^2
  • Leak: approximately 0.44 nW

Outcome
  • Outcome: finished, final reports clean

Placed design
  • GP Congestion: between 0.7 and 0.8
  • IO Port Bufs: 24
  • Hpwl dp: 1.363 mm
layout by cell type, fill, tap and decap left out:
cell type,netlist,final
nand2_1,4,4
clkinv_2,0,1
dfxtp_1,23,23
conb_1,1,1
nand3_2,1,1
nor4_1,2,2
o21ai_0,7,7
o21bai_1,2,2
inv_1,2,2
nand2b_1,2,2
xor2_1,8,8
nand4_2,1,1
or3_1,5,5
a21oi_1,5,5
nand4_1,1,1
buf_4,1,2
nand3_1,5,5
clkbuf_8,0,3
o2111ai_1,1,1
nand3b_1,1,1
nor2b_1,2,2
ha_1,3,3
xnor2_1,2,2
clkdlybuf4s50_1,0,24
nor2_1,16,16
stage by stage:
stage	instance area [sq um]	hold WS, ns	instances	setup slack (ns)
final	1252	0.4819	176	0.2221
after global routing	1252	0.5058	176	0.1438
after CTS	1252	0.4837	176	0.1989
after detailed placement	1206	0.4568	172	0.4670
after global placement	1206	0.4525	172	0.4784
after floorplan	900.9	0.4175	97	0.6100
report_power, final:
| part | switching (mW) | internal (mW) |
|---|---|---|
| Sequential | 0.0343 | 0.533 |
| Combinational | 0.0309 | 0.0661 |
| Clock | 0.167 | 0.154 |
cell type report:
type	instances	area, sq um
multi-input cells	69	417.9
inverters	2	7.507
well taps	52	65.06
clock buffers	3	41.29
clock inverters	1	5.005
flip-flops and latches	23	460.4
fillers	459	3162
repair buffers	26	255.2
sequential cells by signal, indices dropped and copies added, names as in the netlist:
name,count
count0,8
count2,8
count1,7
worst max-delay path by stage:
stage | startpoint | endpoint | cells past startpoint
CTS | count2[2] | count2[2] | 1
global route | count2[3] | count2[3] | 1
finish | count2[2] | count2[2] | 1
cells in the mapped netlist (2+ instances only):
cell,n,area [sq um]
clkbuf_1,2,7.510
ha_1,3,37.54
nor4_1,2,12.51
nand2_1,4,15.01
o21bai_1,2,15.01
nand3_1,5,25.02
nor2b_1,2,12.51
a21oi_1,5,25.02
nand2b_1,2,12.51
dfxtp_1,23,460.4
or3_1,5,31.28
xor2_1,8,70.07
nor2_1,16,60.06
xnor2_1,2,17.52
inv_1,2,7.510
o21ai_0,7,35.03
cells by family (layout without fill, tap and decap cells):
group / Yosys count / after routing / synth area share
adder cells (fa/ha/maj): 3 / 3 / 0.04167
XOR/XNOR: 10 / 10 / 0.09723
other: 1 / 1 / 0.004163
flip-flops: 23 / 23 / 0.5111
buffers and inverters: 5 / 32 / 0.02501
AND-OR/OR-AND: 15 / 15 / 0.09304
AND/OR/NAND/NOR: 40 / 40 / 0.2278
per-layer routing:
| metal | share of wire | vias to the layer above |
|---|---|---|
| met3 | 0.10 | 2 |
| met2 | 0.39 | 15 |
| met1 | 0.49 | 299 |
| met4 | 0.0091 | 0 |
| li1 | - | 378 |
| met5 | 0 | - |
No activity file was given, so power comes from the tool's default toggle rates.
