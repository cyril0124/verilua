==> design.v <==
module Counter (
    input wire clock,
    input wire reset,
    output wire [7:0] count
);
reg [7:0] count_reg;
initial begin
    count_reg = 0;
end
always @(posedge clock) begin
    if (reset) begin
        count_reg <= 0;
    end else if (count_reg < 10) begin
        count_reg <= count_reg + 1;
    end else begin
        count_reg <= 0;
    end
end
assign count = count_reg;
endmodule
==> run.sh <==
#!/bin/bash
# OpenROAD 26Q1-2900-gdf79404cd8, Yosys 0.63+post, stock flow scripts
make -C /OpenROAD-flow-scripts/flow DESIGN_CONFIG=/design/flow/config.mk WORK_HOME=/design/flow/orfs finish
==> config.mk <==
export PLATFORM = sky130hd
export DESIGN_NAME = Counter
export DESIGN_NICKNAME = Counter
export VERILOG_FILES = /design/flow/design.v
export SDC_FILE = /design/flow/constraint.sdc
export NUM_CORES = 4
export LEC_CHECK = 1
export CORE_AREA = 10 10 70 70
export DIE_AREA = 0 0 80 80
==> constraint.sdc <==
current_design Counter

set clk_period 1.7
set clk_io_pct 0.2

create_clock -name clk0 -period $clk_period [get_ports {clock}]

set non_clock_inputs [all_inputs -no_clocks]
set_input_delay [expr $clk_period * $clk_io_pct] -clock clk0 $non_clock_inputs
set_output_delay [expr $clk_period * $clk_io_pct] -clock clk0 [all_outputs]
==> notes.md <==
flow finished, numbers: result of the run=complete, no violations, peak supply drop=0.0004526 V, Hold Path Origin=count_reg[3]$_SDFF_PP0_, synthesized flop and latch total=8, layout overhead on the synthesized area=70.73%, global-route wire length before repair=972 um, non-filler instance count after layout=85, total negative slack=0 ns, Worst setup SP type=flip-flop, Core ar.=3416 sq um, largest net degree at the start of global routing=6, Max-cap violations=0, drt pass-1 iters=3, ANT cells=0, total CTS buffers=3, slowest stage delay, CP=0.52 ns, worst hold-check path type=flip-flop to flip-flop, final setup fails=0, insertion delay at the late pin of the worst-skew pair=0.24 ns, via count of the first global-routing pass=209, number of synthesis warnings=1, total buffers and inverters traversed by the critical path=1, sinks on the clock net=8, Data arrival, critical path=1.16 ns, Avg Vias per Cell=2.282, count of instances resized after the clock tree is built=0, starting density of the core=7.509%, Synth Cell Area=256.5 sq um, total half-perimeter wirelength after legalization and detailed placement=468.6 um, Final GP Congestion=0.6967, P_leak=0.1540 nW, number of standard-cell rows in the floorplan=21, clock-pin slew of the registers on the worst-case setup and hold paths=0.05 ns, number of hold buffers added after cts=0, count of pins over their slew limit=0, DRC Markers=0, TritonCTS clock tree=yes, antenna-violating nets left=0, final critical-path setup slack=0.2023 ns, total via count after detailed routing=194, final critical path time including I/O delays and setup=1.498 ns, critical path class=flip-flop to output port, Top delay family on crit path=buffers and inverters, multi-input combinational cell area=107.6 sq um, OpenROAD warning count=25, htree depth=1, total die size=6400 sq um, Fillers=389, total length of routed wires=553 um, number of flip-flops under the largest register name=8, register share after synthesis=62.44%, number of antenna violations at the first check in global routing=0, Clock Root Buffer=sky130_fd_sc_hd__clkbuf_4, number of buffers added for setup after CTS=0, number of cells in the design after placement=82, DRT iter0 DRCs=7, instance count of the mapped netlist=24, endpoint required time on the critical path=1.36 ns, pre-CTS setup slack=0.4494 ns, top cell type by total area after synthesis=sky130_fd_sc_hd__dfxtp_1, layout cells sized above 1=10.26%, post-synthesis async set-or-reset flop share=0%, Post-synth top cells=sky130_fd_sc_hd__dfxtp_1, sky130_fd_sc_hd__nor2_1, sky130_fd_sc_hd__nand2_1, io pins=10, worst-path cell with the longest stage delay=sky130_fd_sc_hd__clkdlybuf4s50_1, number of flops mapped to enable cells by yosys=0, maximum clock rate=0.6677 GHz, DIE HEIGHT=80 um, area reported by Yosys stat=256.5 sq um, # port buffers=9, count of different cell masters after synthesis=12, synthesized area divided by synthesized cell count=10.69 sq um, width of the chip=80 um, Worst R2R Setup Slack=0.63 ns, dominant cells by area after synthesis=sky130_fd_sc_hd__dfxtp_1, sky130_fd_sc_hd__nor2_1, sky130_fd_sc_hd__ha_1, total congestion overflow after global routing=0, most used flip-flop cell=sky130_fd_sc_hd__dfxtp_1, top-count cell post-synth=sky130_fd_sc_hd__dfxtp_1, power density cells=788.7 nW/um^2, maximum clock skew at final layout=0.001242 ns, global-route total usage across every layer=1.994%, Register Area=160.2 sq um, clock tree buffer depth=2, number of cell instances after yosys synthesis=24, top fanout value on the critical path=4, reg-to-reg startpoint=count_reg[0]$_SDFF_PP0_, count of final hold-check violations=0, Routed WL per cell=6.506 um, RSZ-0062 raised after global routing=no, origin of the worst setup path=count_reg[0]$_SDFF_PP0_, Max-area cell share=62.44%, ratio of final minimum period to clock period=88.10%, sequence of cells on the critical path=clkdlybuf4s50_1, Crit. End Element=output port
==> final timing paths <==
path / end / depth (start not counted)
worst max register to register: count_reg[2]$_SDFF_PP0_ / 4
worst max-delay path: count[0] / 1
worst min register to register: count_reg[3]$_SDFF_PP0_ / 2
worst min-delay path: count_reg[3]$_SDFF_PP0_ / 2
==> layer usage <==
| layer | up-vias | wire (um) | GRT usage, % |
|---|---|---|---|
| li1 | 108 | - | - |
| met1 | 76 | 293 | 2.400 |
| met2 | 10 | 109 | 1.766 |
| met3 | 0 | 151 | 2.955 |
| met4 | 0 | 0 | 0.3521 |
| met5 | - | 0 | 0 |
==> placed cells by master (no fill, tap or decap) <==
cell type | netlist | final
sky130_fd_sc_hd__dfxtp_1 | 8 | 8
sky130_fd_sc_hd__nor2_1 | 4 | 4
sky130_fd_sc_hd__nand4b_1 | 1 | 1
sky130_fd_sc_hd__ha_1 | 1 | 1
sky130_fd_sc_hd__xnor2_1 | 1 | 1
sky130_fd_sc_hd__clkdlybuf4s50_1 | 0 | 9
sky130_fd_sc_hd__a21oi_1 | 1 | 1
sky130_fd_sc_hd__nor3b_2 | 1 | 1
sky130_fd_sc_hd__nand2_1 | 3 | 3
sky130_fd_sc_hd__o21ai_0 | 1 | 1
sky130_fd_sc_hd__a2bb2oi_1 | 1 | 1
sky130_fd_sc_hd__nor3_1 | 1 | 1
sky130_fd_sc_hd__conb_1 | 1 | 4
sky130_fd_sc_hd__clkbuf_4 | 0 | 3
==> cell families after synthesis <==
family	after synthesis	synth area share (%)
AOI/OAI and AO/OA	3	7.314
adders and majority gates	1	4.877
xor gates and xnor gates	1	3.415
DFF	8	62.44
other	1	1.462
and+or+nand+nor	10	20.48
==> report_power, final <==
part	leakage, nW	internal [mW]	switching (mW)
logic	0.0742	0.0115	0.00391
registers	0.0660	0.194	0.00302
clock network	0.0138	0.0800	0.0533
==> metrics by stage <==
stage | power [mW] | utilization [%] | instance area [sq um] | hold WS (ns)
4_1_cts | 0.3538 | 12.82 | 437.9 | 0.4990
3_3_place_gp | 0.2154 | 12.16 | 415.4 | 0.4765
3_5_place_dp | 0.2159 | 12.16 | 415.4 | 0.4924
5_1_grt | 0.3757 | 12.82 | 437.9 | 0.5342
6_report | 0.3454 | 12.82 | 437.9 | 0.4960
2_1_floorplan | 0.2011 | - | 267.8 | 0.4414
==> final cells by class <==
| type | count | area share, % |
|---|---|---|
| flip-flops and latches | 8 | 36.57 |
| repair buffers | 9 | 20.57 |
| multi-input cells | 19 | 24.57 |
| clock buffers | 3 | 5.143 |
| well taps | 46 | 13.14 |
No activity file was given, so power comes from the tool's default toggle rates.
