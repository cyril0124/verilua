--- run.sh ---
#!/bin/bash
# OpenROAD 26Q1-2900-gdf79404cd8, Yosys 0.63+post, stock flow scripts
make -C /OpenROAD-flow-scripts/flow DESIGN_CONFIG=/design/flow/config.mk WORK_HOME=/design/flow/orfs finish
--- config.mk ---
export PLATFORM = sky130hd
export DESIGN_NAME = async_queue
export DESIGN_NICKNAME = async_queue
export VERILOG_FILES = /design/flow/design.v
export SDC_FILE = /design/flow/constraint.sdc
export NUM_CORES = 4
export LEC_CHECK = 1
export CORE_UTILIZATION = 50
--- constraint.sdc ---
current_design async_queue

set clk_period 3.0
set clk_io_pct 0.2

create_clock -name clk0 -period $clk_period [get_ports {rd_clk}]
create_clock -name clk1 -period $clk_period [get_ports {wr_clk}]

set non_clock_inputs [all_inputs -no_clocks]
set_input_delay [expr $clk_period * $clk_io_pct] -clock clk0 $non_clock_inputs
set_output_delay [expr $clk_period * $clk_io_pct] -clock clk0 [all_outputs]
--- design.v ---
module async_queue #(
    parameter DATA_WIDTH = 8,
    parameter ADDR_WIDTH = 3   
)(
    input  wire                  wr_clk,
    input  wire                  wr_rst_n,
    input  wire                  wr_en,
    input  wire [DATA_WIDTH-1:0] wr_data,
    output reg                   full,
    input  wire                  rd_clk,
    input  wire                  rd_rst_n,
    input  wire                  rd_en,
    output reg  [DATA_WIDTH-1:0] rd_data,
    output reg                   empty
);
    localparam DEPTH = 1 << ADDR_WIDTH;
    reg [DATA_WIDTH-1:0] mem [0:DEPTH-1];
    reg [ADDR_WIDTH:0] wr_ptr_bin;
    wire [ADDR_WIDTH:0] wr_ptr_gray;
    reg [ADDR_WIDTH:0] rd_ptr_bin;
    wire [ADDR_WIDTH:0] rd_ptr_gray;
    reg [ADDR_WIDTH:0] wr_ptr_gray_sync1, wr_ptr_gray_sync2;
    reg [ADDR_WIDTH:0] rd_ptr_gray_sync1, rd_ptr_gray_sync2;
    assign wr_ptr_gray = wr_ptr_bin ^ (wr_ptr_bin >> 1);
    assign rd_ptr_gray = rd_ptr_bin ^ (rd_ptr_bin >> 1);
    always @(posedge wr_clk or negedge wr_rst_n) begin
        if (!wr_rst_n) begin
            wr_ptr_bin <= '0;
        end else if (wr_en && !full) begin
            wr_ptr_bin <= wr_ptr_bin + 1'b1;
        end
    end
    always @(posedge rd_clk or negedge rd_rst_n) begin
        if (!rd_rst_n) begin
            rd_ptr_bin <= '0;
        end else if (rd_en && !empty) begin
            rd_ptr_bin <= rd_ptr_bin + 1'b1;
        end
    end
    always @(posedge rd_clk or negedge rd_rst_n) begin
        if (!rd_rst_n) begin
            wr_ptr_gray_sync1 <= '0;
            wr_ptr_gray_sync2 <= '0;
        end else begin
            wr_ptr_gray_sync1 <= wr_ptr_gray;
            wr_ptr_gray_sync2 <= wr_ptr_gray_sync1;
        end
    end
    always @(posedge wr_clk or negedge wr_rst_n) begin
        if (!wr_rst_n) begin
            rd_ptr_gray_sync1 <= '0;
            rd_ptr_gray_sync2 <= '0;
        end else begin
            rd_ptr_gray_sync1 <= rd_ptr_gray;
            rd_ptr_gray_sync2 <= rd_ptr_gray_sync1;
        end
    end
    always @(posedge wr_clk or negedge wr_rst_n) begin
        if (!wr_rst_n) begin
            full <= 1'b0;
        end else begin
            full <= (wr_ptr_gray == {~rd_ptr_gray_sync2[ADDR_WIDTH:ADDR_WIDTH-1],
                                      rd_ptr_gray_sync2[ADDR_WIDTH-2:0]});
        end
    end
    always @(posedge rd_clk or negedge rd_rst_n) begin
        if (!rd_rst_n) begin
            empty <= 1'b1;
        end else begin
            empty <= (rd_ptr_gray == wr_ptr_gray_sync2);
        end
    end
    always @(posedge wr_clk) begin
        if (wr_en && !full) begin
            mem[wr_ptr_bin[ADDR_WIDTH-1:0]] <= wr_data;
        end
    end
    always @(posedge rd_clk or negedge rd_rst_n) begin
        if (!rd_rst_n) begin
            rd_data <= '0;
        end else if (rd_en && !empty) begin
            rd_data <= mem[rd_ptr_bin[ADDR_WIDTH-1:0]];
        end
    end
endmodule
==> impl_results.rst <==
Implementation results
======================

.. list-table::
   :header-rows: 1

   * - Metric
     - Value
   * - Power per Cell Area
     - 951.0 mW/mm2
   * - Synthesis warning total
     - 1
   * - Beginning of the critical path
     - wr_en
   * - Synth top cells by count
     - sky130_fd_sc_hd__edfxtp_1, sky130_fd_sc_hd__dfrtp_1, sky130_fd_sc_hd__nand2_1
   * - Top post-synthesis cells by area
     - sky130_fd_sc_hd__edfxtp_1, sky130_fd_sc_hd__dfrtp_1, sky130_fd_sc_hd__mux2_2
   * - Chip area
     - 0.008032 mm2
   * - DIE WIDTH
     - 89.62 um
   * - Number of hold-repair buffers added at the cts stage
     - 0
   * - Static leakage
     - 1.652 nW
   * - Clock sinks
     - 98
   * - Count of maximum capacitance violations
     - 0
   * - Mean number of vias per cell
     - 5.122
   * - Gp weighted congestion
     - 0.7628
   * - Crit path launch type
     - primary input
   * - Most area-hungry cell type in the Yosys netlist
     - sky130_fd_sc_hd__edfxtp_1
   * - Number of standard cells in the layout, taps in and fillers out
     - 368
   * - Area of the placeable core
     - 0.007331 mm2
   * - Count of mapped cells out of synthesis
     - 229
   * - Clock Skews
     - 0.006378 ns
   * - Post-route setup TNS
     - 0 ns
   * - Top cell type by instance count after synthesis
     - sky130_fd_sc_hd__edfxtp_1
   * - Relative contribution of sequential cells to total power
     - 47.5%
   * - GRT overflow
     - 0
   * - Most common flop cell mapped by yosys
     - sky130_fd_sc_hd__edfxtp_1
   * - Number of fillers in the final layout
     - 548
   * - Max-Slew Margin vs Limit
     - 46.16%
   * - Total detailed-routing wirelength
     - 6678 um
   * - Floorplan Utilization
     - 52.36%
   * - Required time at the worst-slack endpoint
     - 2.97 ns
   * - Total power after layout
     - 4.182 mW
   * - Largest net degree at the start of global routing
     - 36
   * - Placement Rows
     - 31
   * - Total GRT Usage
     - 19.83%
   * - Setup repair after global routing missed its margin
     - false
   * - Met3 track demand over resource in global routing
     - 8.156%
   * - Number of antenna violations at the first check in global routing
     - 0
   * - Remaining antenna violation count
     - 0
   * - Net switching power
     - 1.298 mW
   * - Result of the run
     - finished, final reports clean
   * - Number of failing setup endpoints in the final timing report
     - 0
   * - Diodes inserted
     - 0
   * - Total of flip-flops plus latches after synthesis
     - 98
   * - Number of buffers added for setup after CTS
     - 0
   * - Min setup slack post-route
     - 0.9208 ns
   * - Critical register-to-register path startpoint
     - wr_ptr_bin[2]
   * - Critical Path Sink Type
     - flop
   * - Top-level I/O count
     - 24
   * - Yosys stat chip area
     - 0.003839 mm2
   * - Peak ir drop on the vdd network
     - 0.3898 mV
   * - Critical Setup Path Class
     - primary input to flop
   * - Crit-path max FO
     - 8
   * - Proportion of netlist area held by the largest area contributor
     - 50.07%
   * - Number of standard cells reported by yosys
     - 229
   * - Total standard cell area after synthesis
     - 0.003839 mm2
   * - Number of vias in the routed layout
     - 1885
   * - Final slew viol count
     - 0
   * - Half-perimeter wire length after placement
     - 4466 um
   * - Count of library flops with an enable pin
     - 64
   * - Hold Path Origin
     - wr_ptr_gray_sync1[1]
   * - Y dimension of the die
     - 89.62 um
   * - Fraction of power consumed by the clock network
     - 22.3%
   * - Switching part of the total
     - 31.05%
   * - Average detailed-routed wire length per instance
     - 18.15 um
   * - Mean cell area of the mapped netlist
     - 16.76 um2
   * - CTS tree
     - built
   * - PortBufs
     - 22
   * - First-pass GRT wire length
     - 10230 um
   * - Layout cells sized above 1
     - 18.96%
   * - DRC Markers
     - 0
   * - OpenROAD warnings
     - 29
   * - Fraction of synthesis flops using an asynchronous set or reset pin
     - 34.69%
   * - Combinational cell fraction of total power
     - 30.1%
   * - Worst Tran Pin Value
     - 0.8076 ns
   * - Worst-path clk slew
     - 0.08 ns
   * - Violation count after the first detailed-route iteration
     - 100
   * - Count of different cell masters after synthesis
     - 26
   * - Cell-internal power
     - 2.884 mW
   * - First-pass detailed-route iteration total
     - 4
   * - Met1 track utilization from global routing
     - 35.83%
   * - Sequential share of the synthesized area
     - 72.26%
   * - Signal arrival time at the worst endpoint
     - 2.05 ns
   * - Vias in the first global route
     - 1856
   * - HP Class
     - flop to flop
   * - Post_cts resized
     - 0
   * - Area added between synthesis and finish
     - 14.57%
   * - Number of hold-slack violations in the final timing report
     - 0
   * - Global routing usage on met2
     - 25.28%
   * - Cell Count Post-Placement
     - 348
   * - Highest-utilization routing layer at the global route stage
     - met1
   * - Worst Setup Slack post-DPL
     - 0.5454 ns
==> sequential cells by signal, indices dropped and copies added (netlist names) <==
register / count
rd_ptr_gray_sync1: 4
wr_ptr_gray_sync1: 4
rd_ptr_gray_sync2: 4
empty: 1
rd_data: 8
wr_ptr_gray_sync2: 4
mem: 64
rd_ptr_bin: 4
full: 1
wr_ptr_bin: 4
==> power by group through the flow <==
stage / Sequential [mW] / Combinational, mW / Clock, mW
final: 1.99 / 1.26 / 0.933
after global routing: 2.03 / 1.41 / 1.00
after CTS: 2.00 / 1.28 / 0.951
==> worst max-delay path: stages <==
cell                              delay [ns]
sky130_fd_sc_hd__clkdlybuf4s50_1        0.51
sky130_fd_sc_hd__nor2b_1                0.36
sky130_fd_sc_hd__nand2_1                0.10
sky130_fd_sc_hd__nor2_1                 0.48
==> logic make-up (layout without fill, tap and decap cells) <==
kind of cell    count (synthesis)  after routing  synth area share [%]
fa+ha+maj                       7              7                 2.282
buf+inv                        11             51                 2.184
simple gates                   40             40                 4.759
mux                            33             33                 9.126
xor+xnor                       14             14                 3.194
flops                          98             98                 72.26
compound gates                 26             26                 6.193
==> metal layers <==
metal / part of all wire (%) / vias to the layer above
li1: - / 912
met1: 49 / 901
met2: 41 / 60
met3: 7.8 / 12
met4: 2.2 / 0
met5: 0 / -
==> cell usage in the layout, fill, tap and decap left out, drive strengths merged, types with 2 or more instances in the layout <==
| cell type | count |
|---|---|
| mux2i | 17 |
| mux2 | 16 |
| dfrtp | 33 |
| nand2b | 3 |
| clkbuf | 13 |
| xnor2 | 5 |
| inv | 3 |
| edfxtp | 64 |
| nand2 | 19 |
| buf | 7 |
| a22o | 8 |
| nor3 | 4 |
| nand3 | 2 |
| clkdlybuf4s50 | 22 |
| nor2 | 5 |
| clkinv | 2 |
| nor2b | 5 |
| clkinvlp | 3 |
| ha | 7 |
| o31ai | 8 |
| o22ai | 8 |
| xor2 | 9 |
==> stage by stage <==
stage                     util [%]  instance area (um2)  hold slack (ns)
after global placement       56.73                 4159           0.3321
final                        59.99                 4398           0.3513
after floorplan                  -                 3839           0.3044
after CTS                    59.99                 4398           0.3526
after global routing         59.99                 4398           0.3553
after detailed placement     56.73                 4159           0.3347
==> path summary, 6_finish.rpt <==
| kind | to | slack, ns | cells past startpoint |
|---|---|---|---|
| worst max-delay path | mem[4][3] | 0.92 | 4 |
| worst min-delay path | wr_ptr_gray_sync2[1] | 0.35 | 0 |
| worst max register to register | mem[1][2] | 1.24 | 4 |
| worst min register to register | wr_ptr_gray_sync2[1] | 0.35 | 0 |
| max in group clk0 | full | 1.12 | 1 |
| max in group asynchronous | rd_ptr_gray_sync2[2] | 2.00 | 1 |
| min in group clk1 | rd_ptr_gray_sync2[3] | 0.35 | 0 |
| min in group asynchronous | wr_ptr_bin[2] | 0.63 | 1 |
==> area by class of cell <==
| class | instances | area, um2 | area share (%) |
|---|---|---|---|
| Clock inverter | 7 | 70.07 | 1.593 |
| Tap cell | 99 | 123.9 | 2.817 |
| Clock buffer | 13 | 168.9 | 3.841 |
| Timing Repair Buffer | 29 | 272.8 | 6.202 |
| Sequential cell | 98 | 2774 | 63.07 |
| Inverter | 2 | 7.507 | 0.1707 |
| Multi-Input combinational cell | 120 | 980.9 | 22.30 |
Power figures rest on the tool's default switching activity, not on a simulated workload.
